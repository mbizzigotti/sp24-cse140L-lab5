==> flow/design.v <==
module dat_mem #(parameter W=8,                
                           byte_count=256)(	   
  input           clk,
                  write_en,	                
  input  [$clog2(byte_count)-1:0] raddr,    
                  waddr,	                
  input  [ W-1:0] data_in,				    
  output [ W-1:0] data_out				    
    );
logic [W-1:0] core[byte_count];	 
assign      data_out = core[raddr] ;	 
always_ff @ (posedge clk)
  if (write_en)
    core[waddr] <= data_in;
endmodule
module lfsr6b(
  input              clk,
                     en,		   
			         init,		   
  input       [5:0]  taps,		   
                     start,		   
  output logic[5:0]  state);	   
  logic[5:0] taptrn;			   
  always @(posedge clk)
	if(init) begin
	  state  <= start;			   
	  taptrn <= taps;			   
	end
	else if(en)					   
	  state  <= {state[4:0],^(state&taptrn)};
endmodule
module top_level_5b(
  input          clk, init, 
  output logic   done);
  logic          wr_en;
  logic    [7:0] raddr, 
                 waddr,
                 data_in,
                 data_out;
  logic [7:0] wr_ct;
  logic [7:0] next_wr_ct;
  logic end_pre;
  logic last_end_pre;
  logic[15:0] cycle_ct = 0;
  logic load_LFSR,
        LFSR_en;
  logic[5:0] start;                   
  logic[5:0] LFSR_state[6];
  logic[5:0] match;					  
  logic[2:0] foundit;                 
  int i;
  dat_mem dm1(
    .clk,
    .write_en(wr_en),
    .raddr,
    .waddr,
    .data_in,
    .data_out
  );
const bit [5:0] tap_patterns[6] = '{
  6'h21,
  6'h2D,
  6'h30,
  6'h33,
  6'h36,
  6'h39
};
genvar k;
generate
  for (k=0; k < 6; k++) begin :shift_registers
  lfsr6b lfsr (
    .clk,
    .en(LFSR_en),
    .init(load_LFSR),
    .taps(tap_patterns[k]),
    .start(data_out[5:0] ^ 6'h1f),
    .state(LFSR_state[k])
  );
  end
endgenerate
  always_comb case(match)
    6'b10_0000: foundit = 'd5;  
    6'b01_0000: foundit = 'd4;  
    6'b00_1000: foundit = 'd3;  
    6'b00_0100: foundit = 'd2;  
    6'b00_0010: foundit = 'd1;  
	default:      foundit = 'd0;  
  endcase
  always @(posedge clk) begin  :clock_loop
    if(init) begin
      cycle_ct <= 'b0;
      match    <= 'b0;
      last_end_pre <= 'b0;
    end
    else begin
      cycle_ct <= cycle_ct + 1;
      last_end_pre <= end_pre;
	    if (cycle_ct == 8) begin  
	      for(i=0; i<6; i++) begin
	        match[i] <= (LFSR_state[i] == ('h1f ^ data_out[5:0]));  
		    end
      end
    end
  end
  always @(posedge clk) begin
    wr_ct <= next_wr_ct;
  end
  always_comb begin 
    end_pre = last_end_pre;
    next_wr_ct = wr_ct;
    load_LFSR = 'b0; 
    LFSR_en   = 'b0;   
	  wr_en     = 'b0;
	  data_in = 'b0;
  case(cycle_ct)
	0: begin 
    raddr     = 'd64;    
		waddr     = 'd64;    
	end		        
	1: begin 
    load_LFSR = 1;	   
    raddr     = 'd64;
		waddr     = 'd64;
	end		        
	2  : begin				   
      LFSR_en   = 1;	    
      raddr     = 'd64;
		  waddr     = 'd64;
    end
	3  : begin			        
	    LFSR_en = 1;
		  raddr = 'd65;			   
		  waddr = 'd64;
      next_wr_ct = '0;
		end
	default: begin	          
	  LFSR_en = 1;
	  waddr = wr_ct;
    raddr = 62 + cycle_ct;
		data_in = data_out^{2'b00, LFSR_state[foundit]};
    if(cycle_ct>8) begin    
      if (!last_end_pre && data_in == 'h5F) begin
      end else begin
			  wr_en = 1;
        next_wr_ct = wr_ct + 1;
        end_pre = 1;
      end
		end
		else begin
			wr_en = 0;
		end
  end
  endcase
  done = (raddr > 125);
end
endmodule
==> flow/run.sh <==
#!/bin/bash
# OpenROAD 26Q1-2900-gdf79404cd8, Yosys 0.63+post, stock flow scripts
make -C /OpenROAD-flow-scripts/flow DESIGN_CONFIG=/design/flow/config.mk WORK_HOME=/design/flow/orfs finish
==> flow/config.mk <==
export PLATFORM = sky130hd
export DESIGN_NAME = top_level_5b
export DESIGN_NICKNAME = top_level_5b
export VERILOG_FILES = /design/flow/design.v
export SDC_FILE = /design/flow/constraint.sdc
export NUM_CORES = 4
export LEC_CHECK = 1
export CORE_AREA = 10 10 86 86
export DIE_AREA = 0 0 96 96
export SYNTH_HDL_FRONTEND = slang
==> flow/constraint.sdc <==
current_design top_level_5b

set clk_period 3.6
set clk_io_pct 0.2

create_clock -name clk0 -period $clk_period [get_ports {clk}]

set non_clock_inputs [all_inputs -no_clocks]
set_input_delay [expr $clk_period * $clk_io_pct] -clock clk0 $non_clock_inputs
set_output_delay [expr $clk_period * $clk_io_pct] -clock clk0 [all_outputs]
==> flow_metrics.env <==
# implementation run metrics
export IMPL_firstDrtPassIters=4
export IMPL_dp_hpwl_um=587.5
export IMPL_wl_per_cell_um=6.341
export IMPL_period_needed_ns=2.985
export IMPL_io_buffers=2
export IMPL_timing_fmax_ghz=0.3350
export IMPL_yosys_area_top_type_share=0.3422
export IMPL_path_max_fanout=7
export IMPL_p_leak_nw=0.2204
export IMPL_comb_power_share=0.085
export IMPL_maxCapViolations=0
export IMPL_cts_tree="yes"
export IMPL_hold_path_class="reg2reg"
export IMPL_p_per_area_nw_per_um2=365.9
export IMPL_clock_sinks=8
export IMPL_grt_pass1_wl_um=1228
export IMPL_post_cts_buffers=0
export IMPL_largest_register_ffs=8
export IMPL_yosys_cells=53
export IMPL_drive_gt1_frac=0.09259
export IMPL_critPathRequiredTime_ns=2.88
export IMPL_r2r_cells=4
export IMPL_antenna_found_initial=0
export IMPL_fin_skew_ns=0.0009992
export IMPL_cts_hold_buffers=0
export IMPL_setup_tns_ns=0
export IMPL_reg_largest_list="cycle_ct: 8 flops"
export IMPL_n_antenna_cell=0
export IMPL_cts_root_buf="clkbuf_8"
export IMPL_post_cts_resized=0
export IMPL_clk_latency_ns=0.22
export IMPL_min_to="cycle_ct[7]"
export IMPL_clkTransAtPathRegs_ns=0.04
export IMPL_p_sw_frac=0.2032
export IMPL_syn_inst=53
export IMPL_maxSlewViolCount=0
export IMPL_viasPerCell=2.730
export IMPL_whs_path_depth=2
export IMPL_cp_arrival_ns=2.26
export IMPL_slew_limit_headroom=0.7867
export IMPL_finalSetupViolations=0
export IMPL_hp_start="cycle_ct[7]"
export IMPL_r2r_start="cycle_ct[2]"
export IMPL_finalHoldViolCount=0
export IMPL_drt_wl_total_um=799
export IMPL_finish_utilization=0.1082
export IMPL_power_frac_seq=0.441
export IMPL_r2r_end="cycle_ct[7]"
export IMPL_p_int_w=0.0001748
export IMPL_h_tree_depth=1
export IMPL_grt_max_degree=9
export IMPL_initial_utilization=0.08446
export IMPL_async_reset_ff_frac=0
export IMPL_clockBufferDepth=2
export IMPL_warnings=29
export IMPL_nFillCells=643
export IMPL_status="completed"
export IMPL_edf_count=0
export IMPL_cts_made_buffers=3
export IMPL_drc=0
export IMPL_p_clk_frac=0.474
export IMPL_min_period_over_period=0.8292
export IMPL_worstMarginPinSlew_ns=0.3195
export IMPL_detail_route_antenna_nets=0
export IMPL_synth_avg_cell_area_um2=8.829
export IMPL_die_x_um=96
export IMPL_ys_chip_area_um2=467.9
export IMPL_rsz0062_at_grt="no"
export IMPL_largest_register="cycle_ct"
export IMPL_die_h_um=96
export IMPL_synth_area_um2=467.9
export IMPL_rows=27
export IMPL_ys_seq_share=0.3422
export IMPL_dieArea_um2=9216
export IMPL_place_ws_ns=0.8336
export IMPL_r2r_slack_ns=2.17
export IMPL_switchingPower_w=0.00004456
export IMPL_crit_start="cycle_ct[2]"
export IMPL_setup_slack_ns=0.6151
export IMPL_ir_worst_vdd_mv=0.06936
export IMPL_crit_path_start_kind="flop"
export IMPL_synth_cell_types=24
export IMPL_vias=344
export IMPL_cp_end_kind="primary output"
export IMPL_syn2layout_area_growth_pct=28.07
export IMPL_gp_congestion=0.7350
export IMPL_yosys_warnings=0
export IMPL_gr_total_overflow=0
export IMPL_grt_usage=0.01672
export IMPL_largest_area_cell="dfxtp_1"
export IMPL_ys_ff=8
export IMPL_synthTopCellsByArea="dfxtp_1, ha_1, nand4_2"
export IMPL_first_global_vias=295
export IMPL_synth_main_ff_cell="dfxtp_1"
export IMPL_fp_coreArea_um2=5540
export IMPL_io_pins=3
export IMPL_initialDrtViolationCount=28
export IMPL_worstSetupPathType="reg2out"
## worst max path at each step
stage / endpoint / slack, ns / cells after the start
4_1_cts: done / 0.59 / 6
5_1_grt: done / 0.47 / 6
6_report: done / 0.62 / 6
## logic make-up after synthesis
family                   share of synthesized area
AND-OR/OR-AND                               0.1043
XOR/XNOR                                   0.07488
adder cells (fa/ha/maj)                     0.1337
buffers and inverters                      0.07486
flip-flops                                  0.3422
AND/OR/NAND/NOR                             0.2701
## per-layer routing
layer	track usage	vias to the layer above	wire length (um)
met3	0.01101	0	67
met5	0	-	0
met2	0.02410	5	343
met1	0.01989	156	388
met4	0.004914	0	0
li1	-	183	-
## worst max-delay path, cell delays in order, from the launching register on
cell and delay (ns):
dfxtp_1 0.46, inv_1 0.07, ha_1 0.26, or3_1 0.33, a221o_1 0.26, o22ai_1 0.16
clkdlybuf4s50_1 0.49
## area by class of cell
cell class                 instances  area (um2)  share of cell area
timing repair buffer               2       20.02             0.03340
tap                               72       90.09              0.1503
clock buffer                       3       41.29             0.06889
sequential                         8       160.2              0.2672
inverter                           4       15.01             0.02505
multi-input combinational         37       272.8              0.4551
## power by group through the flow
stage | sequential [W] | combinational [W] | clock [W]
4_1_cts | 0.0000966 | 0.0000191 | 0.000108
5_1_grt | 0.0000971 | 0.0000221 | 0.000111
6_report | 0.0000967 | 0.0000187 | 0.000104
## cells in the mapped netlist (all sizes together), types with 2 or more instances
cell,number
inv,4
clkbuf,2
nand2b,2
nand4,2
o21ai,2
xor2,2
ha,5
buf,2
xnor2,2
or3,3
nor2,5
a21oi,3
nand2,2
dfxtp,8
## stage by stage
| stage | cells | total power, W | hold slack (ns) | instance area, um2 |
|---|---|---|---|---|
| finish | 126 | 0.0002193 | 0.4984 | 599.3 |
| global route | 126 | 0.0002302 | 0.5328 | 599.3 |
| CTS | 126 | 0.0002234 | 0.5003 | 599.3 |
| detailed placement | 123 | 0.0001170 | 0.4950 | 558.0 |
| global placement | 123 | 0.0001169 | 0.4814 | 558.0 |
| floorplan | 53 | 0.0001133 | 0.4656 | 467.9 |
## placed cells by master, fill, tap and decap left out, drive strengths merged, types with 2 or more instances in the layout
master	n
xor2	2
ha	5
or3	3
nand4	2
o21ai	2
nor2	5
xnor2	2
nand2b	2
dfxtp	8
nand2	2
clkbuf	3
clkdlybuf4s50	2
a21oi	3
inv	4
Power is estimated from default activity; no workload was simulated.
